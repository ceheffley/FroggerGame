===== run.sh =====
#!/bin/bash
# OpenROAD 26Q1-2900-gdf79404cd8, Yosys 0.63+post, stock flow scripts
make -C /OpenROAD-flow-scripts/flow DESIGN_CONFIG=/design/flow/config.mk WORK_HOME=/design/flow/orfs finish

===== config.mk =====
export PLATFORM = sky130hd
export DESIGN_NAME = FinishLine
export DESIGN_NICKNAME = FinishLine
export VERILOG_FILES = /design/flow/design.v
export SDC_FILE = /design/flow/constraint.sdc
export NUM_CORES = 4
export LEC_CHECK = 1
export CORE_AREA = 10 10 70 70
export DIE_AREA = 0 0 80 80

===== constraint.sdc =====
current_design FinishLine

set clk_period 2.2
set clk_io_pct 0.2

create_clock -name clk0 -period $clk_period [get_ports {Clk}]

set non_clock_inputs [all_inputs -no_clocks]
set_input_delay [expr $clk_period * $clk_io_pct] -clock clk0 $non_clock_inputs
set_output_delay [expr $clk_period * $clk_io_pct] -clock clk0 [all_outputs]

===== design.v =====
module FinishLine(input 				Clk,                 
												Reset,               
												frame_clk_rising_edge,         
						input [9:0]   		DrawX, DrawY,        
						input 				is_frog,
						input					ResetGame,				 
						output logic		GoNextLevel,			 
					output logic [4:0] 	isFinish, FrogFinished, OnFinish 
					);  
	parameter [9:0] Finish_X_Center1 = 10'd152;
	parameter [9:0] Finish_X_Center2 = 10'd236;
	parameter [9:0] Finish_X_Center3 = 10'd320;
	parameter [9:0] Finish_X_Center4 = 10'd404;
	parameter [9:0] Finish_X_Center5 = 10'd488;
	parameter [9:0] Finish_Y_Center = 10'd76;
	parameter [9:0] Finish_Size = 10'd28;
	logic [4:0] FrogFinishedTemp = 5'b0;
	always_ff @ (posedge Clk)
	begin
		if(Reset || ResetGame)
		begin
			FrogFinished <= 5'b0;
			FrogFinishedTemp <= 5'b0;
			GoNextLevel <= 1'b0;
		end
		else if(frame_clk_rising_edge)
		begin
			if(FrogFinishedTemp != 5'b11111)
			begin
				FrogFinished <= FrogFinishedTemp;
				GoNextLevel <= 1'b0;
			end
			else
			begin
				FrogFinishedTemp <= 5'b00000;
				FrogFinished <= 5'b00000;
				GoNextLevel <= 1'b1;
			end
		end
		else
		begin
			if(OnFinish[0])  
				FrogFinishedTemp[0] <= 1'b1;
			else if(OnFinish[1])
				FrogFinishedTemp[1] <= 1'b1;
			else if(OnFinish[2])
				FrogFinishedTemp[2] <= 1'b1;
			else if(OnFinish[3])
				FrogFinishedTemp[3] <= 1'b1;
			else if(OnFinish[4])
				FrogFinishedTemp[4] <= 1'b1;
			else
				FrogFinishedTemp <= FrogFinishedTemp;
		end
	end
	int DistX1, DistX2, DistX3, DistX4, DistX5, DistY, Size;
   assign DistX1 = DrawX - Finish_X_Center1;
	assign DistX2 = DrawX - Finish_X_Center2;
	assign DistX3 = DrawX - Finish_X_Center3;
	assign DistX4 = DrawX - Finish_X_Center4;
	assign DistX5 = DrawX - Finish_X_Center5;
	assign DistY = DrawY - Finish_Y_Center;
	assign Size = Finish_Size;
	always_comb  
	begin
		if((DistY >= 0) && (DistY < Size))
		begin
			if((DistX1 >= 0) && (DistX1 < Size))
			begin
				isFinish[0] = 1'b1;
				if (is_frog)
					OnFinish[0] = 1'b1;
				else
					OnFinish[0] = 1'b0;
			end
			else
			begin
				isFinish[0] = 1'b0;
				OnFinish[0] = 1'b0;
			end
			if((DistX2 >= 0) && (DistX2 < Size))
			begin
				isFinish[1] = 1'b1;
				if (is_frog)
					OnFinish[1] = 1'b1;
				else
					OnFinish[1] = 1'b0;
			end
			else
			begin
				isFinish[1] = 1'b0;
				OnFinish[1] = 1'b0;
			end
			if((DistX3 >= 0) && (DistX3 < Size))
			begin
				isFinish[2] = 1'b1;
				if (is_frog)
					OnFinish[2] = 1'b1;
				else
					OnFinish[2] = 1'b0;
			end
			else
			begin
				isFinish[2] = 1'b0;
				OnFinish[2] = 1'b0;
			end
			if((DistX4 >= 0) && (DistX4 < Size))
			begin
				isFinish[3] = 1'b1;
				if (is_frog)
					OnFinish[3] = 1'b1;
				else
					OnFinish[3] = 1'b0;
			end
			else
			begin
				isFinish[3] = 1'b0;
				OnFinish[3] = 1'b0;
			end
			if((DistX5 >= 0) && (DistX5 < Size))
			begin
				isFinish[4] = 1'b1;
				if (is_frog)
					OnFinish[4] = 1'b1;
				else
					OnFinish[4] = 1'b0;
			end
			else
			begin
				isFinish[4] = 1'b0;
				OnFinish[4] = 1'b0;
			end
		end
		else
		begin
			isFinish = 5'b00000;
			OnFinish = 5'b00000;
		end
	end
endmodule 

==> reports/qor.yml <==
syn_to_final_growth_pct: 85.9
syn_inst: 163
total_leakage_power_nw: 0.958
maxCapViolCount: 0
gr-usage-met3: 0.0307
grtUsageMet2: 0.222
cp-end-kind: "primary output"
violations: "negative setup slack"
place.gp.congestion: 0.852
drv_slew: 0
synth-adder-area-share: 0.139
ctsRootBufferMaster: "clkbuf_4"
ys_sh_aoi: 0.255
setup_viol: 7
grt_max_degree: 12
status: "finished, violations left"
drt_iter0_markers: 26
first_global_vias: 1559
worst_pin_slew_ps: 385
routed_wl_mm: 4.04
synth-edff-count: 0
grtUsageTotal: 0.126
n_antenna_cell: 0
cp_max_fo: 3
synth-main-ff-cell: "dfxtp_1"
cts_sinks: 11
synthXorXnorAreaFrac: 0.00704
lay_top_cells: "buf_4 (45), buf_6 (19), a21oi_1 (15)"
clkLatencyLatePin_ps: 260
synth.area.mux_share: 0.0241
chipArea_um2: 6400
fin_skew_ps: 0.685
ys.flops: 11
dr.pass1.iters: 4
critPathLaunch: "DrawX[4]"
synthArstFlopShare: 0
viasPerCell: 5.09
grt_pass1_wl_mm: 6.93
cts_tree: "done"
port_buffers: 36
warning_count: 43
num-fill-cells: 263
vias: 1527
use_met1: 0.157
wl_per_cell_um: 13.5
die_w_um: 80
core_um2: 3420
die_h_um: 80
ant_nets: 0
path_cells: "buf_8 -> buf_6 -> buf_4 -> or4_4 -> o21ai_2 -> a31oi_1 -> or3_4 -> nor2_1 -> buf_2"
arrival_ps: 2130
overflow: 0
preCtsSetupSlack_ps: -1240
synth_cell_types: 52
yosys_warnings: 1
cp.required_ps: 1760
hpwl_mm: 3.13
htree_num_levels: 1
fin_area_um2: 2310
grt_busiest_layer: "met2"
syn_area_per_cell_um2: 7.63
fp_util: 0.364
powerDensity_nw_per_um2: 271
cp_slowest_stage_delay_ps: 540
antenna_found_initial: 0
drc: 0
reg2reg_from: "FrogFinishedTemp[2]$_SDFFE_PP0P_"
rsz0062_at_grt: "yes"
seq_area_frac_synth: 0.177
mostFrequentLayoutCell: "buf_4"
path_class: "input port to primary output"
cts_inserted_buffers: 3
ys_cells: 163
hp-start: "FrogFinished[1]$_SDFFE_PP0P_"
hp-class: "register to register"
cp-start-kind: "input port"
syn_area_um2: 1240
fin_crit_sh: 1.17
slew_headroom: 0.743
top_logic_kind: "simple AND/OR/NAND/NOR gates"
clk_pin_slew_ps: 70
max_freq_mhz: 389
placementRows: 21
fin_crit_ps: 2570
peakVddDrop_v: 0.000145
critPathSlowestCell: "or4_4"
io_pins: 41
simple_gate_share: 0.306
dpl_cell_area_um2: 1950
ys_chip_area_um2: 1240
finalHoldViolations: 0
fin_ws_ps: -373
cts_buffer_depth: 2
drive_above_1_share: 0.500
repair_timing:
item | in CTS | in global routing
resized | 107 | 36
setup endpoints to repair | 15 | 13
endpoints found under the hold margin | 0 | 0
pin swaps | 24 | 12
setup buffers | 11 | 1
hold buffers | 0 | 0
layout make-up:
type / count / area [µm²] / share of cell area
clock buffers: 4 / 26.3 / 0.0114
inverters: 9 / 36.3 / 0.0157
multi-input cells: 134 / 1160 / 0.503
flip-flops and latches: 11 / 220 / 0.0952
well taps: 46 / 57.6 / 0.0249
repair buffers: 96 / 808 / 0.350
worst paths after layout:
kind | end | cells past startpoint | slack [ps]
worst min-delay path | FrogFinished[1]$_SDFFE_PP0P_ | 2 | 470
worst max register to register | FrogFinishedTemp[3]$_SDFFE_PP0P_ | 5 | 840
worst min register to register | FrogFinished[1]$_SDFFE_PP0P_ | 2 | 470
worst max-delay path | isFinish[1] | 9 | -370
worst max-delay path: cells and delay by family:
| family | cells | cell delay (ps) |
|---|---|---|
| compound gates | 2 | 200 |
| simple gates | 3 | 1050 |
| buf+inv | 4 | 450 |
where the power goes:
part	internal [mW]	total, mW	switching [mW]
registers	0.199	0.199	0.0000169
logic	0.156	0.293	0.137
clock network	0.0701	0.135	0.0650
routing by layer:
layer / up-vias / wire length, µm / part of all wire
li1: 785 / - / -
met4: 0 / 17 / 0.0042
met1: 706 / 1930 / 0.48
met2: 34 / 1860 / 0.46
met3: 2 / 238 / 0.059
met5: - / 0 / 0
cell usage after synthesis (2+ instances only):
cell	count	area, µm²
nand2_1	13	48.8
nor2b_1	5	31.3
o22ai_1	2	12.5
a211oi_1	3	22.5
o21ai_1	4	20.0
nor2_1	19	71.3
a21oi_1	16	80.1
nand3b_1	2	15.0
mux2i_1	3	30.0
nand4b_1	2	17.5
a31oi_1	4	25.0
o21ai_0	2	10.0
a2111o_1	2	22.5
inv_1	9	33.8
buf_6	6	67.6
and2b_2	2	17.5
o32ai_1	2	17.5
nor4_1	3	18.8
ha_1	13	163
nand3_1	5	25.0
nand2b_1	5	31.3
dfxtp_1	11	220
per-stage QoR:
stage | hold WS (ps) | total power [mW] | util | cells | setup TNS, ps
2_1_floorplan | 431 | 0.316 | - | 163 | 0
3_3_place_gp | 457 | 0.433 | 0.570 | 284 | -12050
3_5_place_dp | 463 | 0.435 | 0.570 | 284 | -12630
4_1_cts | 474 | 0.610 | 0.645 | 299 | -2230
5_1_grt | 486 | 0.674 | 0.677 | 300 | -2610
6_report | 471 | 0.627 | 0.677 | 300 | -1920
registers in the layout (all words and copies together), names as in the netlist:
name              flops
FrogFinishedTemp      5
FrogFinished          5
GoNextLevel           1
logic make-up after synthesis:
kind of cell    Yosys count
flops                    11
simple gates             69
mux                       3
buf+inv                  18
fa+ha+maj                14
xor+xnor                  1
compound gates           47
No activity file was given, so power comes from the tool's default toggle rates.
